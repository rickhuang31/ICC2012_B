## design.v

```verilog
`timescale 1ns/100ps
module TMR_Simplex
    #(
         parameter DATA_LEN=8
     )
     (data_out,TMR_error,dataA_in,dataB_in,dataC_in,A_error_ctrl,B_error_ctrl,C_error_ctrl,clk,reset);
    input [DATA_LEN-1:0]dataA_in,dataB_in,dataC_in;
    input A_error_ctrl,B_error_ctrl,C_error_ctrl;
    input clk,reset;
    output [DATA_LEN-1:0]data_out;
    output reg TMR_error;
    wire [DATA_LEN-1:0]_A,_B,_C;
    reg A_fault,B_fault,C_fault;
    wire simplex_mode;
    assign _A=(A_error_ctrl)? ~dataA_in : dataA_in;
    assign _B=(B_error_ctrl)? ~dataB_in : dataB_in;
    assign _C=(C_error_ctrl)? ~dataC_in : dataC_in;
    assign simplex_mode=A_fault|B_fault|C_fault;
    assign data_out=(_A&_B)|(_B&_C)|(_A&_C);
    always@(posedge clk or posedge reset) begin
        if(reset) begin
            A_fault   <= 1'b0;
            B_fault   <= 1'b0;
            C_fault   <= 1'b0;
            TMR_error <= 1'b0;
        end
        else begin
            A_fault   <= ((_A!=_B)&&(_A != _C)) ? 1'b1 : A_fault;
            B_fault   <= ((_A!=_B)&&(_B != _C)) ? 1'b1 : B_fault;
            C_fault   <= ((_C!=_B)&&(_A != _C)) ? 1'b1 : C_fault;
            TMR_error <= A_fault&(_B!=_C)|B_fault&(_A!=_C)|C_fault&(_A!=_B);
        end
    end
endmodule
```

## run.sh

```bash
#!/bin/bash
# OpenROAD 26Q1-2900-gdf79404cd8, Yosys 0.63+post, stock flow scripts
make -C /OpenROAD-flow-scripts/flow DESIGN_CONFIG=/design/flow/config.mk WORK_HOME=/design/flow/orfs finish
```

## config.mk

```make
export PLATFORM = sky130hd
export DESIGN_NAME = TMR_Simplex
export DESIGN_NICKNAME = TMR_Simplex
export VERILOG_FILES = /design/flow/design.v
export SDC_FILE = /design/flow/constraint.sdc
export NUM_CORES = 4
export LEC_CHECK = 1
export CORE_AREA = 10 10 84 84
export DIE_AREA = 0 0 94 94
```

## constraint.sdc

```tcl
current_design TMR_Simplex

set clk_period 1.7
set clk_io_pct 0.2

create_clock -name clk0 -period $clk_period [get_ports {clk}]

set non_clock_inputs [all_inputs -no_clocks]
set_input_delay [expr $clk_period * $clk_io_pct] -clock clk0 $non_clock_inputs
set_output_delay [expr $clk_period * $clk_io_pct] -clock clk0 [all_outputs]
```

==> results.json <==
{
  "initial_antenna_violation_count": 0,
  "worstReg2RegEnd": "TMR_error",
  "seqPwrFrac_pct": 11.9,
  "grt_setup_unrepaired": "true",
  "crit_path_launch_type": "primary input",
  "final_instance_count_without_filler_cells": 195,
  "final_core_util_pct": 33.1,
  "dr_vias_cell": 3.65,
  "grt_usage_pct": 5.61,
  "violations": "negative setup slack",
  "p_leak_nw": 0.658,
  "post-route-min-period_ps": 1790,
  "layout.cells.most_common": "sky130_fd_sc_hd__ha_2",
  "sequential_element_share_of_the_synthesized_area_pct": 12.8,
  "cells_traversed_along_the_worst_timing_path": "buf_12, buf_12, xor2_2, ha_2, or3_4, buf_2",
  "synth_warnings": 1,
  "area_delta_synth_final_pct": 120,
  "synth_area_per_cell_um2": 10.0,
  "synth.top_cells.by_area": "sky130_fd_sc_hd__ha_1 38%, sky130_fd_sc_hd__xor2_1 27%, sky130_fd_sc_hd__dfrtp_1 13%, sky130_fd_sc_hd__or3_1 6.4%, sky130_fd_sc_hd__nor4_1 3.2%",
  "critical_path.most_common_cell": "sky130_fd_sc_hd__buf_12",
  "total_power_w": 0.000804,
  "drt-pass1-iter-count": 2,
  "openroad.warnings": 27,
  "synthDominantCellAreaShare_pct": 38.3,
  "maxClockFrequency_ghz": 0.560,
  "worstMarginPinSlew_ps": 271,
  "floorplan.die.width_um": 94,
  "worstRegToRegCells": 2,
  "timing.max_slew.rel_slack_pct": 81.8,
  "timing.setup.tns_ps": -495,
  "design.die.area_mm2": 0.00884,
  "power.internal_w": 0.000523,
  "syn_area_um2": 783,
  "run_status": "finished, violations left",
  "wire_length_of_the_first_global_routing_pass_um": 3890,
  "post-route-cell-area_mm2": 0.00172,
  "clock_pin_slew_of_the_registers_on_the_worst_case_setup_and_hold_paths_ps": 30,
  "syn_inst": 78,
  "dpl.cell_count": 188,
  "synth_area_leader_cell": "sky130_fd_sc_hd__ha_1",
  "type_of_destination_of_the_critical_path": "output port",
  "p_per_area_mw_per_mm2": 467,
  "io-pin-count": 38,
  "drt_iter0_markers": 20,
  "rows": 26,
  "postRouteWirelength_um": 2620,
  "cap_violations": 0,
  "power_switching_share_pct": 34.9,
  "detail-route-antenna-nets": 0,
  "place.gp.congestion": 0.759,
  "root_buffer": "sky130_fd_sc_hd__clkbuf_8",
  "synth_stat.cells": 78,
  "grt.overflow.total": 0,
  "setup.reg_to_reg.worst_slack_ps": 790,
  "grt_max_degree": 6,
  "final_critical_path_setup_slack_ps": -85.5,
  "tritoncts": "yes",
  "dpl-instance-area_mm2": 0.00131,
  "cts.hold.buffers_added": 0,
  "ir_drop_mv": 0.175,
  "clockBufferDepth": 2,
  "initCoreUtil_pct": 15.0,
  "worst_ep_arrival_time_ps": 1450,
  "number_of_global_route_vias_before_repair": 831,
  "dp.final_hpwl_um": 2130,
  "postSynthRegisterBits": 4,
  "share_clk_of_total_power_pct": 24.8,
  "required_time_worst_endpoint_ps": 1360,
  "total_switching_power_w": 0.000281,
  "synth_chip_area_um2": 783,
  "timing.critical_path.slowest_cell_delay_ps": 380,
  "layout.cells.most_common_list": "19 x sky130_fd_sc_hd__ha_2, 16 x sky130_fd_sc_hd__xor2_2, 10 x sky130_fd_sc_hd__dlygate4sd2_1",
  "die_height_um": 94,
  "period_used_pct": 105,
  "report.final.setup_viol": 9,
  "core_mm2": 0.00520,
  "final_hold_viol_count": 0,
  "cts-htree-levels": 1,
  "cpMaxStageDelayCell": "sky130_fd_sc_hd__or3_4",
  "finClkSkew_ps": 0.182,
  "crit_fanout": 4,
  "drt_drc": 0,
  "critical_path_class": "in2out",
  "timing.critical_path.from": "C_error_ctrl",
  "clock_sinks": 4,
  "layout_cells_sized_above_1_pct": 70.4,
  "regToRegStartpoint": "C_fault",
  "antennaDiodeCount": 0,
  "cts_made_buffers": 3,
  "port_buffers": 37,
  "wire_per_inst_um": 13.4,
  "clk-insertion-delay-late_ps": 210,
  "min_path_type": "in2async",
  "synth.distinct_cells": 13,
  "power.combinational.fraction_pct": 63.2,
  "final-max-slew-violation-count": 0,
  "via_count": 711
}
area by class of cell:
cell class / count / area, um2
repair buffers: 47 / 430
flip-flops and latches: 4 / 100
clock buffers: 3 / 41.3
fillers: 519 / 3480
multi-input cells: 70 / 1060
inverters: 1 / 3.75
well taps: 70 / 87.6
how the worst max path moves through the flow:
stage,to,slack (ps),depth (start not counted)
after CTS,data_out[2],-170,7
after global routing,data_out[3],-120,6
final,data_out[3],-90,6
synth_stat cells:
cell type                   n
sky130_fd_sc_hd__ha_1      24
sky130_fd_sc_hd__xor2_1    24
sky130_fd_sc_hd__or3_1      8
sky130_fd_sc_hd__dfrtp_1    4
sky130_fd_sc_hd__nor4_1     4
sky130_fd_sc_hd__buf_2      3
sky130_fd_sc_hd__nand2_1    3
sky130_fd_sc_hd__a21o_2     2
sky130_fd_sc_hd__nor4_2     2
sky130_fd_sc_hd__a21boi_0   1
sky130_fd_sc_hd__a21o_1     1
sky130_fd_sc_hd__a221o_1    1
sky130_fd_sc_hd__inv_1      1
registers in the layout, summed over array words and instances, names as in the netlist:
name       count
B_fault        1
C_fault        1
A_fault        1
TMR_error      1
what timing repair did:
| item | in CTS | in global routing |
|---|---|---|
| endpoints found under the setup margin | 12 | 12 |
| pin swaps | 34 | 30 |
| gates resized | 91 | 71 |
| setup buffers | 5 | 0 |
cells by family after synthesis:
family | after synthesis | synth area share [%]
buffers and inverters | 4 | 2.40
flip-flops | 4 | 12.8
AND-OR/OR-AND | 5 | 5.43
adder cells (fa/ha/maj) | 24 | 38.3
AND/OR/NAND/NOR | 17 | 14.2
XOR/XNOR | 24 | 26.8
power groups by stage:
stage / clock, W / sequential [W] / combinational (W)
after CTS: 0.000206 / 0.0000959 / 0.000399
after global routing: 0.000215 / 0.0000958 / 0.000566
final: 0.000200 / 0.0000959 / 0.000508
worst max-delay path, delay by kind of cell:
kind,cells,cell delay [ps]
adder cells (fa/ha/maj),1,180
buffers and inverters,3,360
XOR/XNOR,1,170
AND/OR/NAND/NOR,1,380
through the flow:
step / hold WS [ps] / setup slack [ps]
6_report: 304 / -85.5
5_1_grt: 321 / -117
4_1_cts: 306 / -168
3_5_place_dp: 441 / -768
3_3_place_gp: 444 / -760
2_1_floorplan: 106 / 0.532
metal layers:
metal | GRT usage (%) | wire (um) | up-vias
met5 | 0 | 0 | -
met4 | 0.506 | 0 | 0
met3 | 1.29 | 96 | 0
met2 | 10.0 | 1350 | 16
met1 | 6.91 | 1170 | 341
li1 | - | - | 354
No activity file was given, so power comes from the tool's default toggle rates.
